[/design/flow/constraint.sdc]
current_design stall

set clk_period 2.9
set clk_io_pct 0.2

create_clock -name clk0 -period $clk_period [get_ports {clk}]

set non_clock_inputs [all_inputs -no_clocks]
set_input_delay [expr $clk_period * $clk_io_pct] -clock clk0 $non_clock_inputs
set_output_delay [expr $clk_period * $clk_io_pct] -clock clk0 [all_outputs]
[/design/flow/design.v]
module stall (
    input logic clk,
    input logic rst,
    input logic stall,
    input logic [7:0] A, B, C,
    output logic [15:0] s1, s2, s3, 
    output logic [15:0] E
);
    logic [9:0] D = 10'b1100000000; 
    logic [36:0] s1_reg;  
    logic [29:0] s2_reg;  
    logic [20:0] s3_reg;  
    logic [15:0] x, y, z;
    always_ff @(posedge clk or negedge rst) begin
        if (~rst) begin
            s1_reg <= 37'b0;
        end
        else begin
            if (~stall) begin
                x = (A << 2) + A;               
                s1_reg[36:26] <= x;             
                s1_reg[25:18] <= B;             
                s1_reg[17:10] <= C;             
                s1_reg[9:0]   <= D;             
            end            
        end
    end
    always_ff @(posedge clk or negedge rst) begin
        if (~rst) begin
            s2_reg <= 30'b0;
        end
        else begin
            if(~stall) begin
                y = (s1_reg[25:18] << 2) + s1_reg[25:18];  
                s2_reg[29:18] <= s1_reg[36:26] + y;        
                s2_reg[17:10] <= s1_reg[17:10];            
                s2_reg[9:0]   <= s1_reg[9:0];              
            end
        end
    end
    always_ff @(posedge clk or negedge rst) begin
        if (~rst) begin
            s3_reg <= 30'b0;
        end
        else begin
            if (~stall) begin
               z = s2_reg[17:10] << 2;                    
                s3_reg[20:10] <= s2_reg[29:18] - z;        
                s3_reg[9:0]   <= s2_reg[9:0];              
            end
        end
    end
    assign E = s3_reg[20:10] + ((s3_reg[9:0] << 1) + s3_reg[9:0]);  
    always_comb begin
        s1 = s1_reg[36:26];
        s2 = s2_reg[29:18]; 
        s3 = s3_reg[20:10];
     end 
endmodule: stall
[/design/flow/run.sh]
#!/bin/bash
# OpenROAD 26Q1-2900-gdf79404cd8, Yosys 0.63+post, stock flow scripts
make -C /OpenROAD-flow-scripts/flow DESIGN_CONFIG=/design/flow/config.mk WORK_HOME=/design/flow/orfs finish
[/design/flow/config.mk]
export PLATFORM = sky130hd
export DESIGN_NAME = stall
export DESIGN_NICKNAME = stall
export VERILOG_FILES = /design/flow/design.v
export SDC_FILE = /design/flow/constraint.sdc
export NUM_CORES = 4
export LEC_CHECK = 1
export CORE_UTILIZATION = 40
==> job_summary.md <==
## PnR job results

| Metric | Value |
|---|---|
| Status | finished clean |
| WP data required | 2320 ps |
| Yosys chip area | 3990 µm² |
| Chip footprint | 10,400 µm² |
| Max IR drop VDD | 269 µV |
| Synthesized area | approximately 4000 µm² |
| Worst-path fanout max | 7 |
| Clock latency (worst-skew pair) | 330 ps |
| Syn Area/Cell | 10.5 µm² |
| FF+latch area | 1530 µm² |
| Slew HR | 51.2% |
| WS Path Type | reg2out |
| Main area contributors | dfrtp_1 38%, buf_4 11%, ha_1 10%, mux2_2 9.3%, fa_1 4.5% |
| Vias/cell | 4.68 |
| Largest register FFs | 28 |
| Largest area contributor in the netlist | dfrtp_1 |
| CP max stage delay | 470 ps |
| Cell Type Count | between 40 and 50 |
| CP cell instances | ha_1 > ha_1 > xor2_1 > xnor2_1 > clkdlybuf4s50_1 |
| Hpwl dp | 5050 µm |
| Startpoint Class | flop |
| Die X-Extent | 102 µm |
| Hold buffer count at cts | 0 |
| Flip-flops with a built-in enable | 0 |
| # Max-Cap Violations | 0 |
| Leakage Power | 2.14 nW |
| Post-Syn Instances | between 300 and 400 |
| Slowest cell on the critical path | clkdlybuf4s50_1 |
| # fillers | 916 |
| Final Hold Violation Tally | 0 |
| Row Count | 36 |
| Setup TNS | 0 ps |
| Synth top area share | 38.3% |
| HP Class | in2async |
| Final setup viols | 0 |
| Post-synth top flop | dfrtp_1 |
| Detailed-route DRC error count | 0 |
| Most common cell in the netlist | dfrtp_1 |
| Post-CTS setup buffers | 0 |
| Registers, synthesis | 61 |
| Initial antenna violation count | 0 |
| Initial DRT Pass Iterations | 4 |
| Fin crit share | 88.9% |
| Area grow syn2layout | 18.5% |
| Async S/R FF share, synth | 100% |
| CTS root buf | clkbuf_8 |
| Routed length per instance | between 10 and 15 µm |
| RSZ-0062 raised after global routing | false |
| Resized Gates After CTS | 0 |
| Drt total wl | 6730 µm |
| Seq/Total Area, Yosys | approximately two fifths |
| Gr ovfl total | 0 |
| Clk sinks | 61 |
| Share of layout cells above drive strength 1 | 13.4% |
| Log Warnings | 27 |
| Initial core utilization | 41.0% |
| Skew final | 8.73 ps |
| Crit-path most repeated cell | ha_1 |
| Clk slew on worst S/H paths | roughly 70 ps |
| Warnings, synthesis | 1 |
| Slew Viols, Final | 0 |
| Tot GR Track Use | 13.7% |
| First-pass GRT wire length | 11,000 µm |
| PortBufs | 73 |
| H-tree lvl count | 3 |
| ANT cells | 0 |
| Vias in the first global route | 2,450 |
| Total CTS buffers | 9 |
| Cells in synth_stat.txt | 378 |
| Slew of the pin with the lowest slew margin | approximately 730 ps |
| Worst setup EP type | output pin |
| DR vias | 2,581 |
| Fmax | 388 MHz |
| Gpl congestion | 0.858 |
| Power Dens Cells | 802 nW/µm² |
| Pwr Total | between 3 and 4 mW |
| Largest net degree at the start of global routing | 44 |
| Worst path arrival time | 2000 ps |
| Clock buffer depth | 2 |
| DRT iter0 DRCs | 37 |
| CTS tree | built |
| Logic area | 1950 µm² |
| Hold slack | 311 ps |
| Die Y | 102 µm |
| Ports | 91 |
| DRT antenna net count | 0 |
| List of most frequent post-synthesis cells | 61 x dfrtp_1, 59 x buf_4, 33 x ha_1, 33 x mux2_2, 26 x nand2_1 |
| Placeable Area | roughly 9700 µm² |
| Final worst path period need | roughly 2600 ps |
## layout by cell type, fill, tap and decap left out, types with 4 or more instances in the layout
cell / n
a211oi_1: 6
a21o_1: 5
a21oi_1: 9
buf_4: 4
clkbuf_8: 10
clkdlybuf4s50_1: 71
conb_1: 17
dfrtp_1: 61
fa_1: 9
ha_1: 33
inv_1: 24
mux2_2: 33
nand2_1: 26
nand2b_1: 5
nor2_1: 8
o211ai_1: 4
o21a_1: 7
o21ai_0: 25
o31ai_1: 5
or3_1: 5
xnor2_1: 4
xor2_1: 8
## cells by family after synthesis
| logic type | count (synthesis) | share of synthesized area [%] |
|---|---|---|
| other | 1 | 0.0941 |
| muxes | 35 | 9.82 |
| buffers and inverters | 92 | 14.3 |
| DFF | 61 | 38.3 |
| adders and majority gates | 42 | 14.9 |
| and+or+nand+nor | 59 | 7.44 |
| AOI/OAI and AO/OA | 76 | 12.5 |
| xor gates and xnor gates | 12 | 2.64 |
## area by class of cell
| class | count | area share, % |
|---|---|---|
| clock buffer | 12 | 3.07 |
| inverter | 24 | 1.91 |
| timing repair buffer | 77 | 15.9 |
| sequential | 61 | 32.3 |
| multi-input combinational | 241 | 41.3 |
| tap | 133 | 3.52 |
| clock inverter | 4 | 2.01 |
## where the power goes
part	leakage [nW]	switching (mW)	internal, mW	total (mW)
Clock	0.121	0.321	0.594	0.915
Combinational	1.31	0.603	1.03	1.63
Sequential	0.716	0.183	1.06	1.24
Total	2.14	1.11	2.68	3.79
## stage by stage
stage          setup slack (ps)  cell area, µm²  util, %  instances
4_1_cts                     285            4720     48.5        552
3_3_place_gp                365            4480     46.1        536
6_report                    321            4720     48.5        552
2_1_floorplan               604            4050        -        394
3_5_place_dp                327            4480     46.1        536
5_1_grt                     179            4720     48.5        552
## routing by layer
metal  up-vias  share of wire [%]  global-route usage [%]
met2        61                 45                    21.2
met1      1205                 49                    21.1
li1       1306                  -                       -
met5         -                  0                       0
met3         9                5.2                    2.71
met4         0                1.5                    2.09
## final timing paths
check	start	to	slack (ps)	cells after the start
setup / recovery	s3_reg[9]	E[10]	320	5
hold / removal	rst	s1_reg[12]	310	1
setup reg to reg	s1_reg[28]	s2_reg[27]	360	9
hold reg to reg	s1_reg[9]	s1_reg[9]	470	1
max in group asynchronous	rst	s1_reg[21]	1900	2
min in group clk0	s1_reg[9]	s1_reg[9]	470	1
## worst max-delay path, delay by kind of cell (launching register included)
family	cells	cell delay [ps]
XOR/XNOR	2	310
flip-flops	1	460
adder cells (fa/ha/maj)	2	440
buffers and inverters	1	470
No activity file was given, so power comes from the tool's default toggle rates.
