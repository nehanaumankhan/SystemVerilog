==> design/flow/design.v <==
module fifo #(parameter WIDTH = 8, DEPTH = 8) (
    input  logic                 clk,          
    input  logic                 rst_n,        
    input  logic                 pop,          
    input  logic                 push,         
    input  logic [WIDTH-1:0]     write_data,   
    output logic [WIDTH-1:0]     read_data,    
    output logic                 fifo_full,    
    output logic                 fifo_empty    
);
logic [WIDTH-1:0] buffer [0:DEPTH-1];                
logic [$clog2(DEPTH)-1:0] read_pointer, write_pointer;  
logic [$clog2(DEPTH):0]   count;                      
assign fifo_empty = (count == 0);      
assign fifo_full  = (count == DEPTH);  
assign read_data  = buffer[read_pointer];  
always_ff @(posedge clk or negedge rst_n) begin
    if (!rst_n)
        count <= 0;  
    else if (push && !fifo_full && !(pop && !fifo_empty))
        count <= count + 1;  
    else if (pop && !fifo_empty && !(push && !fifo_full))
        count <= count - 1;  
end
always_ff @(posedge clk or negedge rst_n) begin
    if (!rst_n) begin
        write_pointer <= 0;  
        for (int k = 0; k < DEPTH; k++)
            buffer[k] <= 0;
    end 
    else if (push && !fifo_full) begin
        buffer[write_pointer] <= write_data;  
        if (write_pointer == DEPTH-1)
            write_pointer <= 0;
        else
            write_pointer <= write_pointer + 1;
    end
end
always_ff @(posedge clk or negedge rst_n) begin
    if (!rst_n) begin
        read_pointer <= 0;  
    end
    else if (pop && !fifo_empty) begin
        if (read_pointer == DEPTH-1)
            read_pointer <= 0;
        else
            read_pointer <= read_pointer + 1;
    end
end
endmodule
==> design/flow/run.sh <==
#!/bin/bash
# OpenROAD 26Q1-2900-gdf79404cd8, Yosys 0.63+post, stock flow scripts
make -C /OpenROAD-flow-scripts/flow DESIGN_CONFIG=/design/flow/config.mk WORK_HOME=/design/flow/orfs finish
==> design/flow/config.mk <==
export PLATFORM = sky130hd
export DESIGN_NAME = fifo
export DESIGN_NICKNAME = fifo
export VERILOG_FILES = /design/flow/design.v
export SDC_FILE = /design/flow/constraint.sdc
export NUM_CORES = 4
export LEC_CHECK = 1
export CORE_UTILIZATION = 40
==> design/flow/constraint.sdc <==
current_design fifo

set clk_period 5.0
set clk_io_pct 0.2

create_clock -name clk0 -period $clk_period [get_ports {clk}]

set non_clock_inputs [all_inputs -no_clocks]
set_input_delay [expr $clk_period * $clk_io_pct] -clock clk0 $non_clock_inputs
set_output_delay [expr $clk_period * $clk_io_pct] -clock clk0 [all_outputs]
==> reports/results.ini <==
[setup_path]
rrSetupSlack_ps=2080
critical_path_arrival_ps=3370
r2r-start=count[0]
crit_fanout=12
reg2reg_to=count[3]
cp-start-kind=register
required_ps=4000
reg2reg_depth=7
worstSetupEndpointType=output port
critPathKind=reg -> out

[place]
gpl.final_weighted_congestion=0.8178
place_inst=399
pre_cts_slack_ps=961.5
port_buffers=21
dp_hpwl_um=5134

[grt]
grt-busiest-layer=met1
grt_antenna_before_repair=0
grt_pass1_wl_um=12540
grt_pass1_vias=2269
grtUsageMet1=0.2896
met3_usage=0.03706
grt_max_degree=41
grt_usage=0.1765
met2_usage=0.2584
grt.overflow.total=0

[sta]
setup_tns_ps=0
rsz0062_at_grt=no
period_used_share=0.8746
worstMarginPinSlew_ps=662.4
max_freq_ghz=0.2287
finalHoldViolations=0
finClkSkew_ps=12.52
maxSlewViolCount=0
finalCriticalPeriod_ps=4373
setup_slack_ps=626.9
relSlewSlack=0.5536
setup_viol=0

[cells_and_area]
area_delta_synth_final_pct=14.45
seqCellArea_um2=1852
drive_above_1_share=0.2769
stdcell_count=415
combGateArea_um2=1739
fill_cells=784
post-route-util=0.4784

[power_and_ir_drop]
p_leak_nw=1.770
p_total_mw=2.784
peakVddDrop_mv=0.3012
powerDensity_nw_per_um2=660.7

[min_path]
min_path_type=reg -> reg
whs_endpoint=buffer[1][6]
hold_depth=1
holdCritStartpoint=buffer[1][6]

[synth]
synthTopCellsByArea=dfrtp_1 50%, mux2_2 15%, mux2_1 10%, ha_1 5.1%, a221oi_1 1.9%
async_flop_share=1.000
ys_sh_aoi=0.07138
ys_ff=74
synth_area_um2=3681
synth_cell_types=38
synth.avg_cell_area_um2=13.19
topCombFamilyByArea=multiplexers
fa_ha_area_frac=0.05642
top_cell_area_share=0.5031
synth_chip_area_um2=3681
yosysTopAreaCell=dfrtp_1
ys.flop_type=dfrtp_1
common_cells=74 x dfrtp_1, 50 x mux2_2, 34 x mux2_1
xor_area_frac=0.004759
ys_sh_simple=0.07240
ys_cells=279
yosysMostFrequentCell=dfrtp_1
synth-edff-count=0
syn_inst=279
mux_area_frac=0.2624
seq_area_frac_synth=0.5031
yosysWarnings=2

[route]
drtPass1Iterations=15
diodes=0
remaining_drc_errors=0
drt_iter0_markers=87
routed_wl_um=7565
wl_per_cell_um=18.23
vias_per_cell=5.460
routed-via-count=2266
ant_nets=0

[run_status]
status=finished, final reports clean

[cts]
htreeDepth=3
clk_pin_slew_ps=80
cts_buffer_depth=2
cts-root-buf=clkbuf_8
clock_sinks=74
cts_resized=0
postCtsHoldBufs=0
clock.latency.late_pin_ps=350
cts_inserted_buffers=9
post_cts_buffers=0
cts_tree=yes

[floorplan]
pin_count=22
fp_util=0.4180
rows=34
die_h_um=97.93
dieWidth_um=97.93
chipArea_um2=9590
coreArea_um2=8806

[job]
drv_cap=0
warnings=33

## critical path: stages (launching register included)
cell             delay (ps)
dfrtp_1                 560
ha_1                    420
or4_1                   750
or2_0                   470
a31oi_1                 320
clkdlybuf4s50_1         510
## layer usage
layer	vias up	part of all wire	wire length [um]
li1	1081	-	-
met1	1144	0.49	3703
met2	34	0.46	3517
met3	7	0.032	244
met4	0	0.013	99
met5	-	0	0
## final cells by class
cell class                      count  share of cell area
Tap cell                          108             0.03208
Timing Repair Buffer               26             0.05821
Clock buffer                       10             0.03267
Inverter                            8            0.007128
Multi-Input combinational cell    183              0.4128
Sequential cell                    74              0.4396
Clock inverter                      6             0.01752
## placed cells by master (no fill, tap or decap), types with 4 or more instances in the layout
cell	count
dfrtp_1	74
mux2_2	50
mux2_1	34
clkdlybuf4s50_1	20
ha_1	15
nand2_1	14
nor3_1	10
clkbuf_8	10
a221oi_1	8
a31oi_1	8
inv_1	7
a22o_1	6
buf_4	6
nand3_1	4
nor2_2	4
clkinv_4	4
## state kept, by name (all words and copies together), names as in the netlist
register,cells
count,4
read_pointer,3
buffer,64
write_pointer,3
## stage by stage
stage          hold WS (ps)  cell area (um2)
3_5_place_dp          470.8             4001
3_3_place_gp          464.2             4001
6_report              487.9             4213
5_1_grt               501.2             4213
2_1_floorplan         454.1             3681
4_1_cts               491.7             4213
## cells by family after synthesis
logic type | after synthesis
AOI/OAI and AO/OA | 33
xor gates and xnor gates | 2
adders and majority gates | 16
buffers and inverters | 22
DFF | 74
muxes | 86
and+or+nand+nor | 46
## how the worst max path moves through the flow
stage / start / to / slack (ps) / depth (start not counted)
6_report: read_pointer[2] / read_data[5] / 630 / 5
5_1_grt: read_pointer[2] / read_data[5] / 420 / 6
4_1_cts: read_pointer[2] / read_data[5] / 540 / 5
## where the power goes
group	internal [mW]	switching, mW
Clock	0.249	0.229
Sequential	0.903	0.207
Combinational	0.693	0.502
Total	1.85	0.938
No activity file was given, so power comes from the tool's default toggle rates.
