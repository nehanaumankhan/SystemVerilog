==> ./design.v <==
module equation (
    input logic clk,
    input logic rst,
    input logic [7:0] A, B, C,
    output logic [15:0] s1, s2, s3, 
    output logic [15:0] E
);
    logic [9:0] D = 10'b1100000000; 
    logic [36:0] s1_reg;  
    logic [29:0] s2_reg;  
    logic [20:0] s3_reg;  
    logic [15:0] x, y, z;
    always_ff @(posedge clk or negedge rst) begin
        if (~rst) begin
            s1_reg <= 37'b0;
        end
        else begin
            x = (A << 2) + A;               
            s1_reg[36:26] <= x;             
            s1_reg[25:18] <= B;             
            s1_reg[17:10] <= C;             
            s1_reg[9:0]   <= D;             
        end
    end
    always_ff @(posedge clk or negedge rst) begin
        if (~rst) begin
            s2_reg <= 30'b0;
        end
        else begin
            y = (s1_reg[25:18] << 2) + s1_reg[25:18];  
            s2_reg[29:18] <= s1_reg[36:26] + y;        
            s2_reg[17:10] <= s1_reg[17:10];            
            s2_reg[9:0]   <= s1_reg[9:0];              
        end
    end
    always_ff @(posedge clk or negedge rst) begin
        if (~rst) begin
            s3_reg <= 30'b0;
        end
        else begin
            z = s2_reg[17:10] << 2;                    
            s3_reg[20:10] <= s2_reg[29:18] - z;        
            s3_reg[9:0]   <= s2_reg[9:0];              
        end
    end
    assign E = s3_reg[20:10] + ((s3_reg[9:0] << 1) + s3_reg[9:0]);  
    always_comb begin
        s1 = s1_reg[36:26];
        s2 = s2_reg[29:18]; 
        s3 = s3_reg[20:10];
     end 
endmodule: equation
==> ./run.sh <==
#!/bin/bash
# OpenROAD 26Q1-2900-gdf79404cd8, Yosys 0.63+post, stock flow scripts
make -C /OpenROAD-flow-scripts/flow DESIGN_CONFIG=/design/flow/config.mk WORK_HOME=/design/flow/orfs finish
==> ./config.mk <==
export PLATFORM = sky130hd
export DESIGN_NAME = equation
export DESIGN_NICKNAME = equation
export VERILOG_FILES = /design/flow/design.v
export SDC_FILE = /design/flow/constraint.sdc
export NUM_CORES = 4
export LEC_CHECK = 1
export CORE_UTILIZATION = 30
==> ./constraint.sdc <==
current_design equation

set clk_period 3.0
set clk_io_pct 0.2

create_clock -name clk0 -period $clk_period [get_ports {clk}]

set non_clock_inputs [all_inputs -no_clocks]
set_input_delay [expr $clk_period * $clk_io_pct] -clock clk0 $non_clock_inputs
set_output_delay [expr $clk_period * $clk_io_pct] -clock clk0 [all_outputs]
==> flow_summary.json <==
{
  "status": "complete, no violations",
  "syn_area_um2": 3373,
  "dpl.cell_count": 461,
  "synth_area_per_cell_um2": 11.59,
  "setup_tns_ns": 0,
  "hold_viol": 0,
  "antenna_cells": 0,
  "start_kind": "register",
  "ioPinCount": 90,
  "holdBufCountCts": 0,
  "vias_per_cell": 4.048,
  "dieWidth_um": 108.0,
  "grt_pass1_vias": 1950,
  "grt_usage": 0.09706,
  "clock_path_buffers": 2,
  "wl_per_cell_um": 10.72,
  "critPathMaxFanout": 6,
  "antenna_left": 0,
  "worst_setup_path_end_kind": "output port",
  "io_buffers": 72,
  "ys_seq_share": 0.4525,
  "drt_iter0_drc": 39,
  "synthArstFlopShare": 1.000,
  "largest_reg_flops": 28,
  "skew_ns": 0.005803,
  "dp_slack_ns": 0.2619,
  "finalSetupViolCount": 0,
  "fin_util": 0.3758,
  "drv_cap": 0,
  "post-route-drc-count": 0,
  "timing.hold.ws_ns": 0.1512,
  "cts-buffers-inserted": 9,
  "path_class": "register to output port",
  "rsz0062_at_grt": "no",
  "die_y_um": 108.0,
  "yosys_area_um2": 3373,
  "antenna_found_initial": 0,
  "ys_cells": 291,
  "r2r_slack_ns": 0.48,
  "ys.flops": 61,
  "critPathCapture": "E[11]",
  "holdCritPathClass": "input port to asynchronous set/reset pin",
  "crit_required_ns": 2.40,
  "cts_tree": "built",
  "fp_util": 0.3098,
  "drive_above_1_share": 0.08036,
  "timing.fmax_ghz": 0.3865,
  "postCtsSetupBuffers": 0,
  "htreeDepth": 3,
  "synth.distinct_cells": 38,
  "gr-total-overflow": 0,
  "routed_wl_mm": 5.102,
  "post-route-period-util": 0.8625,
  "flop_cell": "dfrtp_1",
  "post_cts_resize_count": 0,
  "nFillCells": 1035,
  "place.gp.congestion": 0.8308,
  "timing.rr.start": "s1_reg[28]$_DFF_PN0_",
  "cts_sinks": 61,
  "p_per_area_nw_per_um2": 762.8,
  "seqCellArea_um2": 1526,
  "yosysWarningCount": 1,
  "fin_cells": 476,
  "final_cell_area_um2": 4091,
  "rr_endpoint": "s2_reg[29]$_DFF_PN0_",
  "ir_drop_uv": 393.7,
  "netlist_instances": 291,
  "tool_warnings": 27,
  "dpl.hpwl_mm": 4.126,
  "logic_area_um2": 1348,
  "clkSlewWorstSetupHoldPaths_ns": 0.07,
  "p_leak_nw": 1.903,
  "fin_ws_ns": 0.4126,
  "cp.arrival_ns": 1.99,
  "grt_max_degree": 30,
  "crit_start": "s3_reg[9]$_DFF_PN0_",
  "fp-row-count": 38,
  "dieArea_um2": 11670,
  "core-area_um2": 10890,
  "min_period_ns": 2.587,
  "placed_cell_area_um2": 3892,
  "cts_root_buf": "clkbuf_8",
  "r2r_cells": 8,
  "num_vias": 1927,
  "clk_latency_ns": 0.33,
  "first_pass_iters": 4,
  "total_power_mw": 3.121,
  "maxSlewViolCount": 0,
  "grt_pass1_wl_mm": 8.652,
  "edf_count": 0,
  "syn_to_final_growth_pct": 21.29
}
[where the power goes]
| part | internal (mW) | leakage [nW] | switching (mW) |
|---|---|---|---|
| clock network | 0.421 | 0.101 | 0.296 |
| logic | 0.822 | 1.09 | 0.470 |
| registers | 1.00 | 0.714 | 0.111 |
[worst max-delay path, stage by stage, from the launching register on]
cell and delay (ns):
dfrtp_1 0.45, ha_1 0.21, ha_1 0.22, mux2i_1 0.18, xnor2_1 0.13, clkdlybuf4s50_1 0.47
[Yosys cell counts (7+ instances only)]
cell type	instances	share of area
dfrtp_1	61	0.45
buf_4	59	0.13
ha_1	33	0.12
inv_1	30	0.033
xnor2_1	17	0.044
a21oi_1	10	0.015
nor2_1	10	0.011
fa_1	9	0.053
a21o_1	7	0.016
o21ai_0	7	0.010
[worst min path at each step]
stage / startpoint / endpoint / depth (start not counted)
final: rst / s2_reg[20]$_DFF_PN0_ / 1
after CTS: rst / s2_reg[20]$_DFF_PN0_ / 1
after global routing: rst / s2_reg[20]$_DFF_PN0_ / 1
[per-layer routing]
layer | GRT usage | up-vias | share of wire
met5 | 0 | - | 0
met4 | 0.01370 | 0 | 0.017
met3 | 0.04049 | 8 | 0.084
met2 | 0.1588 | 75 | 0.46
met1 | 0.1249 | 878 | 0.44
li1 | - | 966 | -
[final cells by class]
type                       count  share of cell area
sequential                    61              0.3731
multi-input combinational    156              0.3294
timing repair buffer          74              0.1786
tap                          140             0.04281
clock buffer                  11             0.03700
inverter                      30             0.02752
clock inverter                 4             0.01162
[placed cells by master, fill, tap and decap left out, types with 2 or more instances in the layout]
| master | n |
|---|---|
| a21oi_1 | 10 |
| xor2_1 | 4 |
| o41ai_2 | 2 |
| a21o_1 | 7 |
| buf_4 | 2 |
| xnor2_1 | 17 |
| a31oi_1 | 2 |
| inv_1 | 30 |
| clkdlybuf4s50_1 | 71 |
| ha_1 | 33 |
| and3_1 | 3 |
| fa_1 | 9 |
| dfrtp_1 | 61 |
| o21ai_0 | 7 |
| a211oi_1 | 2 |
| nor2_1 | 10 |
| nor3_1 | 4 |
| a41o_2 | 2 |
| nand2_1 | 3 |
| nor2b_1 | 3 |
| clkinv_2 | 2 |
| conb_1 | 18 |
| clkbuf_8 | 11 |
| nand3_1 | 4 |
[cell families (layout without fill, tap and decap cells)]
kind of cell    Yosys count  after routing  share of synthesized area
flops                    61             61                     0.4525
fa+ha+maj                42             42                     0.1758
simple gates             32             32                    0.04897
buf+inv                  90            119                     0.1658
xor+xnor                 21             21                    0.05452
mux                       1              1                   0.002967
other cells               2             18                   0.002226
compound gates           42             42                    0.09718
Power and IR drop assume default switching activity.
